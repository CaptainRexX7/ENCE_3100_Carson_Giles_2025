--- run.sh ---
#!/bin/bash
# OpenROAD 26Q1-2900-gdf79404cd8, Yosys 0.63+post, stock flow scripts
make -C /OpenROAD-flow-scripts/flow DESIGN_CONFIG=/design/flow/config.mk WORK_HOME=/design/flow/orfs finish
--- config.mk ---
export PLATFORM = sky130hd
export DESIGN_NAME = main
export DESIGN_NICKNAME = main
export VERILOG_FILES = /design/flow/design.v
export SDC_FILE = /design/flow/constraint.sdc
export NUM_CORES = 4
export LEC_CHECK = 1
export CORE_AREA = 10 10 70 70
export DIE_AREA = 0 0 80 80
--- constraint.sdc ---
current_design main

set clk_period 1.6
set clk_io_pct 0.2

create_clock -name clk0 -period $clk_period

set non_clock_inputs [all_inputs -no_clocks]
set_input_delay [expr $clk_period * $clk_io_pct] -clock clk0 $non_clock_inputs
set_output_delay [expr $clk_period * $clk_io_pct] -clock clk0 [all_outputs]
--- design.v ---
module main (SW, HEX0,HEX1);
input [7:0] SW;  
output [7:0] HEX0;  
output [7:0] HEX1;  
assign i_m0 = SW[0];
assign i_m1 = SW[1];
assign i_m2 = SW[2];
assign i_m3 = SW[3];
assign i_m4 = SW[4];
assign i_m5 = SW[5];
assign i_m6 = SW[6];
assign i_m7 = SW[7];
assign HEX0[0] = ~(~i_m2&~i_m0 | i_m1 | i_m2&i_m0 | i_m3);
assign HEX0[1] = ~(~i_m2 | ~i_m1&~i_m0 | i_m1&i_m0);
assign HEX0[2] = ~(~i_m1 | i_m0 | i_m2);
assign HEX0[3] = ~(~i_m2&~i_m0 | ~i_m2&i_m1 | i_m2&~i_m1&i_m0 | i_m1&~i_m0 | i_m3);
assign HEX0[4] = ~(~i_m2&~i_m0 | i_m1&~i_m0);
assign HEX0[5] = ~(~i_m1&~i_m0 | i_m2&~i_m1 | i_m2&~i_m0 | i_m3);
assign HEX0[6] = ~(~i_m2&i_m1 | i_m2&~i_m1 | i_m3 | i_m1&~i_m0);
assign HEX0[7] = 1;
assign HEX1[0] = ~(~i_m6&~i_m4 | i_m5 | i_m6&i_m4 | i_m7);
assign HEX1[1] = ~(~i_m6 | ~i_m5&~i_m4 | i_m5&i_m4);
assign HEX1[2] = ~(~i_m5 | i_m4 | i_m6);
assign HEX1[3] = ~(~i_m6&~i_m4 | ~i_m6&i_m5 | i_m6&~i_m5&i_m4 | i_m5&~i_m4 | i_m7);
assign HEX1[4] = ~(~i_m6&~i_m4 | i_m5&~i_m4);
assign HEX1[5] = ~(~i_m5&~i_m4 | i_m6&~i_m5 | i_m6&~i_m4 | i_m7);
assign HEX1[6] = ~(~i_m6&i_m5 | i_m6&~i_m5 | i_m7 | i_m5&~i_m4);
assign HEX1[7] = 1;
endmodule
==> results.toml <==
# physical design summary
[status]
status = "finished, final reports clean"

[sta]
setup_violations = 0
period_used_share = 0.976
rsz0062_at_grt = "no"
fin_setup_tns_ns = 0
finalHoldViolations = 0
timing.fmax_mhz = 641
drv_slew = 0
setup_ws_ns = 0.0387
min_period_ns = 1.56

[drt]
dr.pass1.iters = 2
drc = 0
drt_iter0_markers = 11
vias = 400
diodes = 0
routedWlPerCell_um = 8.95
postRouteWirelength_mm = 1.10
vias_per_cell = 3.25
ant_nets = 0

[global_routing]
grt_max_degree = 8
overflow = 0
grt_use_total = 0.0330
grt_pass1_wl_mm = 1.86
first_global_vias = 404
antenna_found_initial = 0

[run]
cap_viol_max_count = 0
warning_count = 34

[synth]
ys_cells = 41
most_common_cell = "inv_1"
ys_seq_frac = 0
avgSynthCellArea_um2 = 7.54
area_leaders = "ha_1, xnor2_1, a211oi_2, buf_6, inv_1"
top_area_frac = 0.162
synth.largest_area_cell = "ha_1"
yosys_warnings = 8
synth_area_um2 = 309
ys_area_um2 = 309
ys_top_cells_by_count = "inv_1, ha_1, nor2_1, nor3_1, xnor2_1"
ys_types = 15
synthCells = 41

[critical_path]
startpoint_type = "input pin"
crit_path_max_fanout = 4
setup.worst_path.class = "in -> out"
critPathMaxStageDelay_ns = 0.41
crit_chain = "clkdlybuf4s15_2 -> buf_6 -> a21o_2 -> clkdlybuf4s50_1"
cpMaxStageDelayCell = "clkdlybuf4s50_1"
crit_arrival_ns = 1.24
end_kind = "output pin"
critical_path_required_ns = 1.28

[power]
power_density_mw_per_mm2 = 212
p_sw_frac = 0.355
p_comb_frac = 1.000
leakagePower_nw = 0.371
p_int_w = 0.0000949
seqPwrFrac = 0
vdd.ir_drop.worst_mv = 0.0652
p_switching_w = 0.0000523
pwr-share-clk = 0

[floorplan]
die_h_um = 80
fp_util = 0.0905
die_width_um = 80
core_area_mm2 = 0.00342
io_pins = 24
chipArea_mm2 = 0.00640
row_count = 21

[place]
portBuffers = 22
dpl.hpwl_um = 859
place_congestion = 0.779
place_ws_ns = -0.752

[min_path]
hold_class = "in -> out"
min_to = "HEX0[0]"
hold_start = "SW[1]"
hold_depth = 4

[cells_and_area]
syn2layout_area_growth_pct = 125
clockBufferCount = 0
utilization = 0.203
num-fill-cells = 375
flop_area_um2 = 0
n_sequential_cell = 0
drive_above_1_share = 0.494

[clock_network]
hold_buffers = 0
## power groups by stage
stage     clock (W)  combinational [W]  sequential [W]
6_report          0           0.000147               0
5_1_grt           0           0.000164               0
4_1_cts           0           0.000148               0
## per-stage QoR
stage	total power [W]	hold WS, ns	cells	area (µm²)
6_report	0.000147	0.969	123	694
5_1_grt	0.000164	0.997	123	694
4_1_cts	0.000148	0.977	122	687
3_5_place_dp	0.000143	1.65	117	636
3_3_place_gp	0.000143	1.66	117	636
2_1_floorplan	0.0000527	0.653	42	313
## critical path, delay by kind of cell
kind	cells	cell delay (ns)
buffers and inverters	3	0.75
AOI/OAI and AO/OA	1	0.18
## logic make-up (layout without fill, tap and decap cells)
family	count (synthesis)	count (layout)	synth area share
xor gates and xnor gates	4	4	0.113
adders and majority gates	4	4	0.162
and+or+nand+nor	14	14	0.267
other	1	2	0.0121
AOI/OAI and AO/OA	8	8	0.251
buffers and inverters	10	45	0.194
## routing by layer
metal	vias up	GRT usage	wire length, µm
li1	203	-	-
met1	184	0.0396	493
met2	13	0.0578	495
met3	0	0.0125	112
met4	0	0	0
met5	-	0	0
## cell usage in the layout, fill, tap and decap left out, drive strengths merged
cell type       n
a21o            2
nor3            4
ha              4
clkdlybuf4s50   1
a211oi          2
nand2b          2
o21a            2
o211a           2
or3b            2
dlymetal6s2s    1
dlygate4sd2    10
clkbuf          1
xnor2           4
buf            24
conb            2
nor2            4
inv             6
and2b           2
clkdlybuf4s15   2
## timing repair
action,in CTS,in global routing
pin swaps,7,3
resized,54,4
gates cloned,0,0
setup endpoints to repair,14,5
buffers inserted,5,1
## worst max-delay path by stage
| stage | start | endpoint | slack (ns) | depth (start not counted) |
|---|---|---|---|---|
| finish | SW[0] | HEX0[4] | 0.04 | 4 |
| global route | SW[0] | HEX0[4] | 0.002 | 4 |
| CTS | SW[4] | HEX1[4] | 0.004 | 4 |
## cell type report
cell class         instances  area (µm²)  share of cell area
repair buffers            39         337               0.485
inverters                  6        22.5              0.0324
multi-input cells         32         278               0.400
well taps                 46        57.6              0.0829
Power is estimated from default activity; no workload was simulated.
