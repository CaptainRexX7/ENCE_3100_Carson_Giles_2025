**./run.sh**
```bash
#!/bin/bash
# OpenROAD 26Q1-2900-gdf79404cd8, Yosys 0.63+post, stock flow scripts
make -C /OpenROAD-flow-scripts/flow DESIGN_CONFIG=/design/flow/config.mk WORK_HOME=/design/flow/orfs finish
```
**./config.mk**
```make
export PLATFORM = sky130hd
export DESIGN_NAME = FSM_LetterDetector
export DESIGN_NICKNAME = FSM_LetterDetector
export VERILOG_FILES = /design/flow/design.v
export SDC_FILE = /design/flow/constraint.sdc
export NUM_CORES = 4
export LEC_CHECK = 1
export CORE_AREA = 10 10 70 70
export DIE_AREA = 0 0 80 80
```
**./constraint.sdc**
```tcl
current_design FSM_LetterDetector

set clk_period 2.3
set clk_io_pct 0.2

create_clock -name clk0 -period $clk_period [get_ports {clk}]

set non_clock_inputs [all_inputs -no_clocks]
set_input_delay [expr $clk_period * $clk_io_pct] -clock clk0 $non_clock_inputs
set_output_delay [expr $clk_period * $clk_io_pct] -clock clk0 [all_outputs]
```
**./design.v**
```verilog
module FSM_LetterDetector(
input clk,
input reset,
input i_enable,
input [8:0] i_instructions,
output reg [8:0] o_instructions,
output reg o_enable
);
	reg [2:0] state, next_state;
	reg [8:0] HangManPosition;
	localparam [3:0] s_Input = 4'b0000, s_DPosition = 4'b0001, s_IPosition1 = 4'b0010, s_ILetter = 4'b0011, s_IPosition2 = 4'b0100, s_GPosition = 4'b0101, s_TPosition = 4'b0110, s_APosition = 4'b0111, s_LPosition = 4'b1000, s_hangman = 4'b1001, s_Letter = 4'b1010, s_GameOver = 4'b1011;
	always @(posedge clk) begin
		if(reset) begin
			state <= s_Input;
			HangManPosition <= 9'b011000000;
		end
		else begin
			state <= next_state;
		end
	end
	always @(*) begin
		next_state = s_Input;  
		case(state)
			s_Input: if(i_enable) begin
							if(i_instructions == 9'b101000100) begin
								next_state = s_DPosition;
							end
							else if(i_instructions == 9'b101001001) begin
								next_state = s_DPosition; 
							end
							else if(i_instructions == 9'b101000111) begin
								next_state = s_GPosition;
							end
							else if(i_instructions == 9'b101010100) begin
								next_state = s_TPosition;
							end
							else if(i_instructions == 9'b101000001) begin
								next_state = s_APosition;
							end
							else if(i_instructions == 9'b101001100) begin
								next_state = s_LPosition;
							end
							else if(i_instructions == 9'd0) begin
								next_state = s_Input;
							end
							else if(HangManPosition == 9'b011000110) begin
								next_state = s_GameOver;
							end
							else begin
								next_state = s_hangman;
							end
						end
						else begin
								next_state = s_Input;
						end
			s_DPosition: next_state = ~i_enable ? s_Letter : s_DPosition;
			s_IPosition1: next_state = ~i_enable ? s_ILetter : s_IPosition1;
			s_ILetter: next_state = i_enable ? s_IPosition2 : s_ILetter;
			s_IPosition2: next_state = ~i_enable ? s_Letter : s_IPosition2;
			s_GPosition: next_state = ~i_enable ? s_Letter : s_GPosition;
			s_TPosition: next_state = ~i_enable ? s_Letter : s_TPosition;
			s_APosition: next_state = ~i_enable ? s_Letter : s_APosition;
			s_LPosition: next_state = ~i_enable ? s_Letter : s_LPosition;
			s_Letter: next_state = i_enable ? s_Input : s_Letter;
			s_hangman: next_state = ~i_enable ? s_Letter : s_hangman;
			s_GameOver: next_state = s_GameOver;
		endcase
	end
	always @(posedge clk) begin
		if(state == s_DPosition) begin
			o_instructions <= 9'b0010001000;
		end
		else if(state == s_IPosition1) begin
			o_instructions <= 9'b0010001001;
		end
		else if(state == s_ILetter) begin
			o_instructions <= 9'b101001001;
		end
		else if(state == s_IPosition2) begin
			o_instructions <=  9'b0010001010;
		end
		else if(state == s_GPosition) begin
			o_instructions <= 9'b0010001011;
		end
		else if(state == s_TPosition) begin
			o_instructions <= 9'b0010001100;
		end
		else if(state == s_APosition) begin
			o_instructions <= 9'b0010001101;
		end
		else if(state == s_LPosition) begin
			o_instructions <= 9'b0010001110;
		end
		else if(state == s_hangman) begin
			o_instructions <= HangManPosition;
			HangManPosition <= HangManPosition + 1;
		end
		else if(state == s_Letter) begin
			o_instructions <= i_instructions;
		end
		else begin
			o_instructions <=  9'd0;
		end
	end
	always @(*) begin
		if(state != next_state)
			o_enable <= 1'b1;
		else
			o_enable <= 1'b0;
	end
endmodule
```
==> out/results.ini <==
[hold_path]
hold_end=o_instructions[6]
hold_path.class=flop to flop
min_path_cells=2
hp-start=state[2]

[global_route]
grt_pass1_wl_um=2020
grt_max_degree=11
grt.total_usage_pct=3.70
grt_pass1_vias=472
grt_overflow=0
antenna_found_initial=0

[synthesis]
netlist_area_sq_um=503
ys_warn_count=19
syn_avg_cell_area_sq_um=8.98
ys_cells=56
ys_top_cells_by_area=dfxtp_1 (36%), buf_4 (4.5%), nor2_1 (3.7%)
synth_top_area_share_pct=35.8
synthCells=56
synth_cell_types=30
seq_area_frac_synth_pct=35.8
yosys.area.top_type=dfxtp_1
ys_ff=9
ys_area_sq_um=503

[timing]
fin_crit_ns=2.23
hold_viol=0
fmax_mhz=448
skew_ns=0.00698
finalMaxSlewViolations=0
grt_setup_unrepaired=false
post-route-period-util_pct=97.0
setup_viol=0

[worst_setup_path]
r2r_setup_slack_ns=0.92
r2r-start=state[1]
crit_chain=dlygate4sd2_1 > nor4b_4 > nand3_1 > o32a_1 > o21ai_1 > dlygate4sd2_1
crit_fanout=4
slowest_delay_ns=0.35
cpLargestDelayFamily=buffers and inverters
cpMostUsedCell=dlygate4sd2_1
crit_cells=6
cp.arrival_ns=1.77
crit_slowest_cell=o32a_1
crit_buf_inv=2
worstSetupStartpointType=input pin
worst_ep_required_time_ns=1.84
crit_type=input pin to primary output
timing.rr.end=state[1]
rr_worst_depth=5
end_kind=primary output

[drt]
routedWlPerCell_um=9.82
drc_errors=0
firstDrtPassIters=4
detail-route-antenna-nets=0
finalWirelength_um=1280
drt_iter0_markers=22
vias=496
viasPerCell=3.82
diodes=0

[clock_network]
cts_tree=yes
insertion_delay_ns=0.25
cts_sinks=9
ctsLongestPathBuffers=2
cts_buffers=3
clkTransAtPathRegs_ns=0.06
cts_root_buffer=clkbuf_4
postCtsHoldBufs=0
htreeDepth=1

[placement]
routabilityCongestion=0.736
dp.cells=125
io_buffers=19
dp_hpwl_um=1050

[floorplan]
die_w_um=80
core_area_sq_um=3420
initial_core_util_pct=14.7
io_pins=22
die_y_um=80
rows=21
dieArea_sq_um=6400

[pwr]
p_total_uw=390
powerDensity_nw_per_um2=464
p_leak_nw=0.340
irDropWorstVdd_mv=0.157

[finish]
drive_gt1_share_pct=25.0
final_common_cell=buf_4
final_cells=130
fill_cells=375
area_growth_pct=66.9
most-common-layout-cells=buf_4 (10), dfxtp_1 (9), dlygate4sd2_1 (8), clkdlybuf4s50_1 (8), nor2_1 (5)

[job]
maxCapViolations=0
warning_count=25

[outcome]
status=finished clean

## cell usage after synthesis, drive strengths merged
master   instances
or3              1
and2b            1
nand3            1
a32oi            2
a221oi           2
o21ai            3
a2111oi          1
o211a            1
nand2b           1
o21a             1
nor4b            1
a21boi           2
buf              5
a21oi            2
and2             1
and3b            2
o32a             1
nor2b            3
inv              2
conb             1
dfxtp            9
xnor2            2
o221ai           1
nand2            2
nor2             5
nor4             2
clkbuf           1
## per-stage QoR
stage          hold WS, ns  util [%]  cell area [sq um]  setup WS, ns  setup TNS [ns]
2_1_floorplan        0.526         -                507         0.603               0
3_3_place_gp         0.552      23.0                786        -0.467          -0.467
3_5_place_dp         0.559      23.0                786        -0.480          -0.480
4_1_cts              0.573      24.3                830       0.00215               0
5_1_grt              0.618      24.6                840       0.00371               0
6_report             0.574      24.6                840        0.0681               0
## registers in the layout (all words and copies together) (netlist names)
signal,flops
o_instructions,6
state,3
## kinds of logic after synthesis
family | synth area share, %
other | 0.746
XOR/XNOR | 3.48
AND-OR/OR-AND | 26.4
buffers and inverters | 8.71
AND/OR/NAND/NOR | 24.9
flip-flops | 35.8
## final cells by class
class                      instances  area (sq um)  share of cell area, %
clock buffer                       4          26.3                   3.13
inverter                           2          7.51                  0.894
multi-input combinational         40           310                   37.0
sequential                         9           180                   21.5
tap                               46          57.6                   6.86
timing repair buffer              29           258                   30.7
## layer usage
layer  part of all wire, %  vias up  track usage [%]  routed length (um)
met5                     0        -                0                   0
met4                     0        0            0.352                   0
met3                    11        0             1.48                 140
met2                    36       21             4.90                 457
met1                    53      219             5.59                 678
li1                      -      256                -                   -
## worst register-to-register path: cells and delay by family (launching register included)
| kind | cells | cell delay [ns] |
|---|---|---|
| AOI/OAI and AO/OA | 2 | 0.54 |
| and+or+nand+nor | 2 | 0.30 |
| DFF | 1 | 0.31 |
| buffers and inverters | 1 | 0.14 |
## power breakdown
| part | total [mW] | internal (mW) | switching, mW | leakage, nW |
|---|---|---|---|---|
| Clock | 0.117 | 0.0666 | 0.0507 | 0.0150 |
| Sequential | 0.170 | 0.167 | 0.00315 | 0.0738 |
| Combinational | 0.102 | 0.0606 | 0.0417 | 0.251 |
## how the worst max path moves through the flow
stage,from,to,slack [ns]
after CTS,i_instructions[0],o_enable,0.002
after global routing,i_instructions[3],o_enable,0.004
final,i_instructions[3],o_enable,0.07
## repair_timing
action | 4_1_cts | 5_1_grt
setup buffers | 1 | 0
gates resized | 15 | 3
endpoints found under the setup margin | 1 | 1
pin swaps | 8 | 3
Power and IR drop assume default switching activity.
