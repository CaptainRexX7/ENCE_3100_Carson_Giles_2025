--- flow/run.sh ---
#!/bin/bash
# OpenROAD 26Q1-2900-gdf79404cd8, Yosys 0.63+post, stock flow scripts
make -C /OpenROAD-flow-scripts/flow DESIGN_CONFIG=/design/flow/config.mk WORK_HOME=/design/flow/orfs finish
--- flow/config.mk ---
export PLATFORM = sky130hd
export DESIGN_NAME = counter_1s
export DESIGN_NICKNAME = counter_1s
export VERILOG_FILES = /design/flow/design.v
export SDC_FILE = /design/flow/constraint.sdc
export NUM_CORES = 4
export LEC_CHECK = 1
export CORE_AREA = 10 10 91 91
export DIE_AREA = 0 0 101 101
--- flow/constraint.sdc ---
current_design counter_1s

set clk_period 3.7
set clk_io_pct 0.2

create_clock -name clk0 -period $clk_period [get_ports {i_clk}]

set non_clock_inputs [all_inputs -no_clocks]
set_input_delay [expr $clk_period * $clk_io_pct] -clock clk0 $non_clock_inputs
set_output_delay [expr $clk_period * $clk_io_pct] -clock clk0 [all_outputs]
--- flow/design.v ---
`default_nettype none
module counter_1s(
	input		i_clk,
	input 	i_reset,
	input 	i_enable,
	output	reg o_tick,
	output	reg o_strobe
);
	parameter DIVISOR = 50000000;   
	reg [25:0] counter;   
	always @(posedge i_clk)
		if(i_reset) begin
			counter <= 0;
			o_tick <= 0;
		end 
		else begin
			if(i_enable) begin		
				if(counter == DIVISOR - 1) begin
					counter <= 0;
					o_tick <= ~o_tick;   
					o_strobe <= 1'b1;
				end 
				else begin
					counter <= counter + 1;
					o_strobe <= 1'b0;
				end
			end
		end
endmodule
`default_nettype wire
==> Changelog: implementation <==
### Metrics

- Arrival time at the worst endpoint: approximately 2.8 ns
- Total tool warning count: 26
- Synthesis warning total: 1
- Die height: 101 um
- Reg2Reg Launch Point: counter[16]
- Per-instance average area after synthesis: around 8.4 um2
- Number of failing setup endpoints in the final timing report: 0
- Rows: 29
- Met1 track demand over resource in global routing: 9.48%
- Fmax: 0.390 GHz
- Vias: approximately 1.3k
- CTS buffer count: 3
- Maximum level of the CTS H-tree: 1
- Total power per unit cell area: approximately 330 nW/um2
- Largest delay share family, worst path: simple AND/OR/NAND/NOR gates
- Setup Skew: ~0.0022 ns
- Tally of max-capacitance violations: 0
- Type of the most critical hold path: register to register
- Weighted congestion reported at the end of routability-driven placement: about 0.83
- Global-route met2 utilization: 9.19%
- Number of global-route vias before repair: 1112
- Share of final-layout standard cells stronger than drive strength 1: 5.78%
- Biggest area contributors in the synthesized netlist: dfxtp_1 (37%), a21oi_1 (5.9%), or4_1 (5.2%)
- Chip area: 10200 um2
- Setup repair after global routing missed its margin: false
- Fin worst setup slack: about 1.1 ns
- Count of buffers from port buffering: 4
- Logic depth of the worst register-to-register path: 5
- Maximum count of clock buffers along a single path: 2
- Area figure in the yosys stat output: 1450 um2
- Number of pins with negative max-slew slack in the final report: 0
- Global-route wire length before repair: 5390 um
- Sequential share of the synthesized area: between 30% and 40%
- Kind of critical path: input pin to register
- Slowest cell on the critical path: clkdlybuf4s50_1
- Clock tree from TritonCTS: done
- Most Crowded Layer GR: met1
- Clock Root Buffer: clkbuf_8
- I/O Pins: 5
- Required time of the critical path: 3.92 ns
- Worst min-delay path startpoint: o_tick
- DRC violation count after routing: 0
- Fill count: between 600 and 700
- DRT Wirelength: about 3200 um
- Library cell with the largest summed area after synthesis: dfxtp_1
- Largest driver fanout on the critical path: 13
- Crit path from: i_enable
- Pin count of the biggest net entering global routing: 18
- Total negative slack: 0 ns
- Clock transition at the registers of the reported paths: 0.10 ns
- Average wire per cell in the routed design: about 13 um
- Leakage power: 0.481 nW
- Total design power: 0.000540 W
- Post-synthesis sequential element count: 28
- Shortest period the worst path allows: 2.56 ns
- GR met3 Demand/Resource: 1.59%
- Placed insts: 246
- Placeable core area: roughly 6300 um2
- Result of the run: completed
- TritonRoute pass-1 iters: 4
- Post-synthesis to final-layout area growth: 12.2%
- Worst skew pair latency: 0.27 ns
- Worst slew pin tran: 0.696 ns
- Grt ovf: 0
- Quantity of gates resized following cts: 0
- Via-per-instance ratio: 5.08
- Die width: slightly above 100 um
- Global router's overall resource usage: 6.30%
- Critical path startpoint category: input pin
- Hold Vio Cnt, Final: 0
- Type of destination of the critical path: register
- DRC marker count from the first detailed-route iteration: 138
- Buffering stage count on the worst path with inverters included: 1
- Slowest stage delay, CP: 0.67 ns
- Worst VDD drop: 0.175 mV
- CP cell instances: clkdlybuf4s50_1 -> nand4_1 -> or2_2 -> or4_1 -> a21oi_1
- Synth unique cells: 35
- Initial antenna violation count: 0
- Tally of nets with antenna violations remaining after routing: 0
- ANT cells: 0
- Area of the mapped netlist: 1450 um2
- Post-synth top area share: between 30% and 40%
- Total setup buffers inserted after CTS: 0
- Share of the clock period used by the worst path: 69.3%
- Worst Hold Path Cells: 2
- Number of sinks driven by the clock tree: 28
- Number of stages on the worst setup path: 5
- Post-detailed-placement half-perimeter wirelength: 2320 um
- Synthesized netlist cell count: 172
- Cell total in the yosys stat output: 172
- Worst setup slack after placement: 0.861 ns
- Count of placed standard cells in the final layout, fillers left out: around 250
- Fp util: 22.9%
- Hold buffers post-CTS: 0
- Worst slew slack as a fraction of its limit: 53.2%
state kept, by name, indices dropped and copies added, names as in the netlist:
signal,cells
o_strobe,1
o_tick,1
counter,26
worst paths after layout:
path	to	slack (ns)
worst max register to register	counter[20]	1.45
worst min-delay path	o_tick	0.49
worst max-delay path	counter[24]	1.14
worst min register to register	o_tick	0.49
synth_stat cells:
cell type / count
edfxtp_1: 1
nand4_1: 11
clkbuf_1: 6
o41ai_1: 2
and3_1: 7
nand2b_1: 2
and2_1: 3
nor3_1: 5
buf_2: 2
nor4b_1: 2
a21oi_1: 17
or2_2: 2
dfxtp_1: 27
nand2_1: 5
or3_1: 4
nand3_1: 9
nor4bb_1: 1
xor2_1: 4
and4_1: 4
o21ai_0: 6
xnor2_1: 4
nand4_2: 1
o31a_1: 1
a21bo_2: 1
ha_1: 2
o211ai_1: 1
nand2_2: 1
inv_1: 6
nor2_1: 9
a31oi_1: 1
nand3b_1: 1
o31ai_1: 9
nor2b_1: 2
nor4_1: 3
or4_1: 10
layer usage:
layer  wire length [um]  up-vias  part of all wire (%)
li1                   -      662                     -
met1               1590      590                    50
met2               1420       17                    45
met3                143        2                   4.5
met4                 29        0                  0.91
met5                  0        -                     0
logic make-up (layout without fill, tap and decap cells):
family	after synthesis	in the layout	share of synthesized area [%]
AND/OR/NAND/NOR	82	82	34.4
AND-OR/OR-AND	38	38	16.0
adder cells (fa/ha/maj)	2	2	1.72
XOR/XNOR	8	8	4.82
buffers and inverters	14	15	3.79
flip-flops	28	28	39.3
final cells by class:
type / instances / area (um2) / share of cell area, %
Multi-Input combinational cell: 130 / 827 / 50.7
Sequential cell: 28 / 571 / 35.0
Tap cell: 77 / 96.3 / 5.91
Clock buffer: 4 / 66.3 / 4.07
Timing Repair Buffer: 5 / 47.5 / 2.92
Inverter: 6 / 22.5 / 1.38
worst register-to-register path: stages, from the launching register on:
cell and delay [ns]:
dfxtp_1 0.37, nor4b_1 0.63, nand4_1 0.26, o21ai_1 0.50
buf_4 0.31, nor3_1 0.08
stage by stage:
stage / util [%] / cell area (um2) / hold slack [ns]
floorplan: - / 1450 / 0.445
global placement: 24.6 / 1560 / 0.466
detailed placement: 24.6 / 1560 / 0.484
CTS: 25.7 / 1630 / 0.497
global route: 25.7 / 1630 / 0.523
finish: 25.7 / 1630 / 0.493
where the power goes:
group / total [W] / internal, W / switching, W
Clock: 0.000216 / 0.000118 / 0.0000981
Combinational: 0.0000171 / 0.00000658 / 0.0000105
Sequential: 0.000307 / 0.000305 / 0.00000265
layout by cell type (no fill, tap or decap), drive strengths merged:
cell / n
nand3: 9
o211ai: 1
and4: 4
a31oi: 1
xor2: 4
or2: 2
o31a: 1
o31ai: 9
nand2b: 2
nor2b: 2
clkdlybuf4s50: 4
nor4: 3
xnor2: 4
and3: 7
nor3: 5
or4: 10
nand4: 12
nor4b: 2
o41ai: 2
and2: 3
o21ai: 6
edfxtp: 1
dfxtp: 27
nor4bb: 1
inv: 6
nand2: 6
clkbuf: 4
nor2: 9
nand3b: 1
ha: 2
a21bo: 1
a21oi: 17
or3: 4
buf: 1
Power and IR drop assume default switching activity.
